`/design/flow/run.sh`:
```
#!/bin/bash
# OpenROAD 26Q1-2900-gdf79404cd8, Yosys 0.63+post, stock flow scripts
make -C /OpenROAD-flow-scripts/flow DESIGN_CONFIG=/design/flow/config.mk WORK_HOME=/design/flow/orfs finish
```
`/design/flow/config.mk`:
```
export PLATFORM = sky130hd
export DESIGN_NAME = maindec
export DESIGN_NICKNAME = maindec
export VERILOG_FILES = /design/flow/design.v
export SDC_FILE = /design/flow/constraint.sdc
export NUM_CORES = 4
export LEC_CHECK = 1
export CORE_AREA = 10 10 70 70
export DIE_AREA = 0 0 80 80
```
`/design/flow/constraint.sdc`:
```
current_design maindec

set clk_period 2.8
set clk_io_pct 0.2

create_clock -name clk0 -period $clk_period

set non_clock_inputs [all_inputs -no_clocks]
set_input_delay [expr $clk_period * $clk_io_pct] -clock clk0 $non_clock_inputs
set_output_delay [expr $clk_period * $clk_io_pct] -clock clk0 [all_outputs]
```
`/design/flow/design.v`:
```
module maindec(input logic [5:0] op,
	output logic memtoreg, memwrite,
	output logic branch, bne, alusrc,
	output logic [1:0] regdst,
	output logic regwrite,
	output logic jump, jal, jr, lb, sb,
	output logic multordiv, hlwrite,
	output logic [1:0] mvhl,
	output logic [1:0] aluop,
	input logic [5:0] funct);
logic [18:0] controls;
assign {regwrite, regdst, alusrc, branch, bne,
	memwrite, memtoreg, jump, jal, jr, lb, sb,
	multordiv, hlwrite, mvhl, aluop} = controls;
always_comb
case(op)			
	6'b000000:
	case(funct)
		6'b001000: controls <= 19'b0_0000_0000_0100_0000_00;  
		6'b011000: controls <= 19'b0_0000_0000_0000_1100_00;  
		6'b011010: controls <= 19'b0_0000_0000_0000_0100_00;  
		6'b010010: controls <= 19'b1_0100_0000_0000_0001_00;  
		6'b010000: controls <= 19'b1_0100_0000_0000_0010_00;  
		default: controls <= 19'b1_0100_0000_0000_0000_10;  
	endcase
	6'b100011: controls <= 19'b1_0010_0010_0000_0000_00;  
	6'b101011: controls <= 19'b0_0010_0100_0000_0000_00;  
	6'b000100: controls <= 19'b0_0001_0000_0000_0000_01;  
	6'b000101: controls <= 19'b0_0000_1000_0000_0000_01;  
	6'b001000: controls <= 19'b1_0010_0000_0000_0000_00;  
	6'b000010: controls <= 19'b0_0000_0001_0000_0000_00;  
	6'b100000: controls <= 19'b1_0010_0010_0010_0000_00;  
	6'b000011: controls <= 19'b1_1000_0001_1000_0000_00;  
	6'b001010: controls <= 19'b1_0010_0000_0000_0000_11;  
	6'b101000: controls <= 19'b0_0010_0100_0001_0000_00;  
	default: controls <= 19'bxxxxxxxxxxxxxxxxxxx;  
endcase
endmodule
```
==> summary.txt <==
yosys + openroad results -> status=completed, layout cells sized above 1=0.3571, Post-Place Setup Slack=-0.2435 ns, Worst Setup Path Type=input port to output port, Max-area cell share=0.1250, drt initial violations=12, mux frac, synth=0, largest net degree at the start of global routing=10, max-cap viol count=0, vias in the first global route=between 500 and 600, max-slew violation count=0, Critical Path Sink=alusrc, row count=21, area delta synth->final=144.4%, yosys cell count=56, I/O Buffers=31, Max transition margin=0.7738, measured slew at the worst slew-check pin=approximately 0.33 ns, Yosys chip area=roughly 360 um^2, hpwl dp=between 1000 and 1500 um, GRT Total Usage=0.05103, initial antenna violation count=0, area of the mapped netlist=around 360 um^2, Post-route DRC=0, syn avg cell area=around 6.4 um^2, ANT cells=0, routed wire length=roughly 1700 um, final hold slack=approximately 1.8 ns, Yosys top cell by area=nor3_1, synth warn=1, Post-Place Cells=139, Post-Route Utilization=0.2579, Finished Layout Cells=between 100 and 150, Critical Path Fanout Max=9, OpenROAD warning count=32, total gr overflow=0, # IOs=31, min-delay worst type=input port to output port, CP Capture Type=output port, CP Launch Point=op[0], antenna viol nets, final=0, via count=571, Synth logic family=simple AND/OR/NAND/NOR gates, first-pass GRT wire length=2718 um, dominant logic cell type in the layout=clkdlybuf4s50_1, total die size=approximately 6400 um^2, Adder Share, Synth=0, Chip Height=approximately 80 um, final worst-path cycle share=0.9734, achievable frequency=366.9 MHz, flip-flops=0, Final Total Pwr=90.92 uW, Setup-failing EPs final=0, crit path time final=2.725 ns, crit path max-delay cell type=clkdlybuf4s50_1, die x size=80 um, drt pass-1 iters=4, clock buffers=0, core area=3416 um^2, Basic Gates by Area=0.5938, Placer Congestion=between 0.8 and 0.9, Via density=between 3 and 4, Init Core Util=0.1055, Cell Pwr Density=roughly 100 nW/um^2, Startpoint Class=input port, FF+latch area=0 um^2, most common logic cells in the final layout=clkdlybuf4s50_1, buf_4, nor2_1, dlygate4sd2_1, Cell area leaders=nor3_1, nor2_1, a31oi_4, nand2_1, a21oi_1, Leak=between 0.3 and 0.4 nW, CP cell instances=dlygate4sd2_1, buf_6, buf_4, buf_4, a21oi_1, a31oi_1, nor3_1, clkdlybuf4s50_1, final hold violations=0, Post-synth seq share=0, Worst Path Required=around 2.2 ns, Syn Inst Count=around 56, xor+xnor area frac=0.02431, CP arrival=2.17 ns, Crit path top cell by count=buf_4, post-DR wirelength/cell=11.79 um, Cell Type Count=28, complex-gate fraction of the synthesized area=0.2569, RSZ-0062 raised after global routing=false, maximum vdd drop=0.05484 mV, CP peak stage delay=0.51 ns, setup ws final=0.07451 ns
[through the flow]
step / instance area, um^2 / setup TNS (ns)
global route: 880.8 / 0
detailed placement: 780.7 / -2.446
CTS: 840.8 / 0
global placement: 780.7 / -2.126
floorplan: 360.3 / 0
finish: 880.8 / 0
[power by group]
part           switching, mW  internal (mW)  leakage [nW]
registers                  0              0             0
logic                 0.0385         0.0525         0.339
clock network              0              0             0
[layout make-up]
cell class	instances	area [um^2]
tap	46	57.56
fill	386	2535
inverter	2	7.507
timing repair buffer	48	442.9
multi-input combinational	48	372.9
[critical path: cells and delay by family]
family          cells  cell delay, ns
compound gates      2            0.23
simple gates        1            0.22
buf+inv             5            1.16
[worst min-delay path by stage]
stage,startpoint,end,slack [ns],depth (start not counted)
global route,op[1],sb,1.86,4
CTS,op[2],aluop[1],1.94,5
finish,op[1],sb,1.83,4
[timing repair]
action                                  4_1_cts  5_1_grt
gates resized                                20        9
endpoints found under the setup margin       16       13
hold endpoints to repair                      0        0
setup buffers                                 3        2
pin swaps                                     4        4
cloned                                        0        0
hold buffers                                  0        0
[cells by family after synthesis]
| family | after synthesis |
|---|---|
| compound gates | 11 |
| simple gates | 36 |
| buf+inv | 8 |
| xor+xnor | 1 |
[per-layer routing]
metal | routed length [um] | up-vias | part of all wire | GRT usage
met4 | 0 | 0 | 0 | 0
met5 | 0 | - | 0 | 0
met1 | 810 | 266 | 0.48 | 0.06856
met2 | 815 | 15 | 0.48 | 0.09069
li1 | - | 290 | - | -
met3 | 72 | 0 | 0.042 | 0.004545
[cell usage after synthesis]
library cell / count
nor3_1: 9
nor2_1: 7
nand2_1: 5
a21oi_1: 3
buf_4: 2
clkbuf_1: 2
inv_1: 2
nand3b_1: 2
nor3b_1: 2
nor4_1: 2
o21a_1: 2
or3_1: 2
a2111o_1: 1
a31oi_1: 1
a31oi_4: 1
and2_1: 1
buf_1: 1
buf_6: 1
nand2b_4: 1
nor4b_1: 1
nor4bb_1: 1
o21ai_2: 1
o22ai_1: 1
o2bb2ai_1: 1
or2b_1: 1
or3b_4: 1
or4bb_1: 1
xor2_1: 1
Power is estimated from default activity; no workload was simulated.
