===== flow/run.sh =====
#!/bin/bash
# OpenROAD 26Q1-2900-gdf79404cd8, Yosys 0.63+post, stock flow scripts
make -C /OpenROAD-flow-scripts/flow DESIGN_CONFIG=/design/flow/config.mk WORK_HOME=/design/flow/orfs finish

===== flow/config.mk =====
export PLATFORM = sky130hd
export DESIGN_NAME = aludec
export DESIGN_NICKNAME = aludec
export VERILOG_FILES = /design/flow/design.v
export SDC_FILE = /design/flow/constraint.sdc
export NUM_CORES = 4
export LEC_CHECK = 1
export CORE_AREA = 10 10 70 70
export DIE_AREA = 0 0 80 80

===== flow/constraint.sdc =====
current_design aludec

set clk_period 1.4
set clk_io_pct 0.2

create_clock -name clk0 -period $clk_period

set non_clock_inputs [all_inputs -no_clocks]
set_input_delay [expr $clk_period * $clk_io_pct] -clock clk0 $non_clock_inputs
set_output_delay [expr $clk_period * $clk_io_pct] -clock clk0 [all_outputs]

===== flow/design.v =====
module aludec(input logic [5:0] funct,
input logic [1:0] aluop,
output logic [3:0] alucontrol);
always_comb
case(aluop)
	2'b00: alucontrol <= 4'b0010;  
	2'b01: alucontrol <= 4'b1010;  
	2'b11: alucontrol <= 4'b1011;  
	default: case(funct)  
		6'b100000: alucontrol <= 4'b0010;  
		6'b100010: alucontrol <= 4'b1010;  
		6'b100100: alucontrol <= 4'b0000;  
		6'b100101: alucontrol <= 4'b0001;  
		6'b101010: alucontrol <= 4'b1011;  
		6'b000000: alucontrol <= 4'b0100;  
		6'b000010: alucontrol <= 4'b0101;  
		default: alucontrol <= 4'bxxxx;  
	endcase
endcase
endmodule

==> flow_metrics.env <==
# flow metrics
export IMPL_io_pins=12
export IMPL_warnings=32
export IMPL_grt_ovfl_total=0
export IMPL_antenna_left=0
export IMPL_layout_drive_gt1_share=0.6000
export IMPL_maxCapViolCount=0
export IMPL_vias_per_cell=2.303
export IMPL_port_buffers=12
export IMPL_synth_seq_share=0
export IMPL_p_per_area_nw_per_um2=176.8
export IMPL_worstPathArrival_ns=1.06
export IMPL_synth_area_yosys_um2=111.4
export IMPL_drc=0
export IMPL_ys_warn_count=1
export IMPL_end_kind="primary output"
export IMPL_startpoint_type="primary input"
export IMPL_setup_viol_count_final=0
export IMPL_critical_path_class="in2out"
export IMPL_antenna_cells=0
export IMPL_status="complete, no violations"
export IMPL_ys_cells=16
export IMPL_tightest_slew_ns=0.2018
export IMPL_fp_util=0.03260
export IMPL_crit_required_ns=1.12
export IMPL_crit_start="aluop[0]"
export IMPL_drt_total_wl_um=556
export IMPL_areaGrowthSynthToFinish_pct=169.7
export IMPL_clock_fmax_mhz=744.2
export IMPL_relSlewSlack=0.8647
export IMPL_antenna_found_initial=0
export IMPL_hpwl_um=465.6
export IMPL_grt_pass1_wl_um=890
export IMPL_cp_max_fo=2
export IMPL_yosysTopAreaCell="and4bb_1"
export IMPL_die_width_um=80
export IMPL_grt_pass1_vias=169
export IMPL_hold_path_class="in2out"
export IMPL_syn_area_um2=111.4
export IMPL_routedWlPerCell_um=7.316
export IMPL_die_h_um=80
export IMPL_flop_count=0
export IMPL_ir_worst_vdd_uv=19.36
export IMPL_clock_buffers=0
export IMPL_grt_max_degree=6
export IMPL_cts_setup_buffers=0
export IMPL_setup_worst_path_end="alucontrol[3]"
export IMPL_finalHoldViolations=0
export IMPL_vias=175
export IMPL_finalCritPeriodShare=0.9599
export IMPL_tns_ns=0
export IMPL_drt_pass1_iter_count=3
export IMPL_finalMaxSlewViolations=0
export IMPL_rsz0062_at_grt="false"
export IMPL_gp_congestion=0.8168
export IMPL_topCellsByArea="and4bb_1 22%, a41o_2 10%, nor3_1 9.0%, nor2b_2 7.9%, a21boi_1 6.7%"
export IMPL_fin_cells=76
export IMPL_top_cell_area_share=0.2247
export IMPL_n_fill_cell=404
export IMPL_fin_crit_ns=1.344
export IMPL_ff_latch_area_um2=0
export IMPL_utilization=0.08791
export IMPL_place_ws_ns=-0.6802
export IMPL_row_count=21
export IMPL_lay_top_count="buf_2"
export IMPL_dp_cells=76
export IMPL_grt_total_usage=0.01639
export IMPL_drt_iter0_drc=1
export IMPL_coreArea_um2=3416
export IMPL_syn_inst=16
export IMPL_layout_top_cells="5 x buf_2, 3 x clkdlybuf4s15_2"
export IMPL_yosysUniqueCellTypes=13
export IMPL_die_area_um2=6400
export IMPL_p_leak_nw=0.1192
export IMPL_avgSynthCellArea_um2=6.960
export IMPL_setup_ws_ns=0.05620
[report_power, final]
part	total (mW)	switching [mW]	internal, mW	leakage (nW)
clock network	0	0	0	0
logic	0.0531	0.0218	0.0313	0.119
registers	0	0	0	0
[worst min-delay path by stage]
| stage | from | end | slack (ns) | cells past startpoint |
|---|---|---|---|---|
| 4_1_cts | funct[3] | alucontrol[2] | 0.98 | 4 |
| 5_1_grt | aluop[1] | alucontrol[0] | 0.89 | 3 |
| 6_report | aluop[1] | alucontrol[0] | 0.87 | 3 |
[final cells by class]
type                            instances  area, um2  area share
Tap cell                               46      57.56      0.1917
Multi-Input combinational cell         16      138.9      0.4625
Timing Repair Buffer                   14      103.9      0.3458
[cells in the mapped netlist]
cell type and count:
a21boi_1 1, nand2_1 1, and4bb_1 2, and2b_1 1
a41o_2 1, o21ai_0 1, a31oi_1 1, and2_1 1
nor2_1 2, nor2b_2 1, o21ai_1 1, nor3_1 2
nor3b_1 1
[stage by stage]
step / instance area, um2 / hold slack, ns / power, mW
6_report: 300.3 / 0.8661 / 0.05310
5_1_grt: 300.3 / 0.8886 / 0.05913
4_1_cts: 297.8 / 0.9818 / 0.05119
3_5_place_dp: 304.0 / 1.495 / 0.05682
3_3_place_gp: 304.0 / 1.507 / 0.05737
2_1_floorplan: 111.4 / 0.6123 / 0.01333
[metal layers]
| layer | track usage | vias to the layer above | share of wire |
|---|---|---|---|
| li1 | - | 94 | - |
| met2 | 0.02488 | 9 | 0.38 |
| met5 | 0 | - | 0 |
| met4 | 0 | 0 | 0 |
| met1 | 0.02175 | 72 | 0.44 |
| met3 | 0.007955 | 0 | 0.18 |
[kinds of logic after synthesis]
group            synth area share
AND/OR/NAND/NOR            0.6855
AND-OR/OR-AND              0.3146
[worst max-delay path, cell delays in order]
cell and delay (ns):
clkdlybuf4s15_1 0.22, buf_4 0.16, a41o_2 0.23, clkdlybuf4s15_1 0.18
[timing repair]
item	in CTS	in global routing
pin swaps	7	0
endpoints found under the hold margin	0	0
endpoints found under the setup margin	4	2
gates resized	36	8
hold buffers	0	0
Power and IR drop assume default switching activity.
