<file path="flow/run.sh">
#!/bin/bash
# OpenROAD 26Q1-2900-gdf79404cd8, Yosys 0.63+post, stock flow scripts
make -C /OpenROAD-flow-scripts/flow DESIGN_CONFIG=/design/flow/config.mk WORK_HOME=/design/flow/orfs finish
</file>
<file path="flow/design.v">
module hazard(input logic [4:0] rsD, rtD, rsE, rtE,
	input logic [4:0] writeregE, writeregM, writeregW,
	input logic regwriteE, regwriteM, regwriteW,
	input logic memtoregE, memtoregM, branchD, bneD,
	output logic forwardaD, forwardbD,
	output logic [1:0] forwardaE, forwardbE,
	output logic stallF, stallD,
	flushE);
logic lwstallD, branchstallD;
assign forwardaD = (rsD !=0 & rsD == writeregM & regwriteM);
assign forwardbD = (rtD !=0 & rtD == writeregM & regwriteM);
always_comb
begin
forwardaE = 2'b00; forwardbE = 2'b00;
	if (rsE != 0)
		if (rsE == writeregM & regwriteM)		forwardaE = 2'b10;
		else if (rsE == writeregW & regwriteW)		forwardaE = 2'b01;
	if (rtE != 0)
		if (rtE == writeregM & regwriteM)	forwardbE = 2'b10;
		else if (rtE == writeregW & regwriteW)	forwardbE = 2'b01;
end
assign #1 lwstallD = memtoregE & (rtE == rsD | rtE == rtD);
assign #1 branchstallD = (branchD | bneD) & (regwriteE & (writeregE == rsD | writeregE == rtD) |
			 memtoregM &(writeregM == rsD | writeregM == rtD));
assign #1 stallD = lwstallD | branchstallD;
assign #1 stallF = stallD;
assign #1 flushE = stallD;
endmodule
</file>
<file path="flow/constraint.sdc">
current_design hazard

set clk_period 1.8
set clk_io_pct 0.2

create_clock -name clk0 -period $clk_period

set non_clock_inputs [all_inputs -no_clocks]
set_input_delay [expr $clk_period * $clk_io_pct] -clock clk0 $non_clock_inputs
set_output_delay [expr $clk_period * $clk_io_pct] -clock clk0 [all_outputs]
</file>
<file path="flow/config.mk">
export PLATFORM = sky130hd
export DESIGN_NAME = hazard
export DESIGN_NICKNAME = hazard
export VERILOG_FILES = /design/flow/design.v
export SDC_FILE = /design/flow/constraint.sdc
export NUM_CORES = 4
export LEC_CHECK = 1
export CORE_AREA = 10 10 81 81
export DIE_AREA = 0 0 91 91
</file>
==> qor.yml <==
run_status: "finished, final reports clean"
remaining_drc_errors: 0
rsz0062_at_grt: "true"
ff_count: 0
crit_family: "simple AND/OR/NAND/NOR gates"
ys_chip_area_um2: 742
ir_drop_uv: 79.0
dp_hpwl_um: 2700
layout-area-overhead-vs-synth_pct: 99.8
fin_cells: 230
crit_slowest_cell: "nor3_2"
drive_above_1_share_pct: 49.1
io_buffers: 51
n_antenna_cell: 0
io_pins: 51
max_freq_mhz: 565
path_cells: "buf_2, xnor2_1, nand3_1, nor3_2, buf_4, o221ai_4, nand3_2, buf_2"
grt_max_degree: 6
antenna_found_initial: 0
cpMostUsedCell: "buf_2"
hold_viol_final: 0
overflow: 0
num_rows: 25
grt.total_usage_pct: 7.40
fin_ws_ps: 30.6
place_ws_ps: -813
min_path_type: "in2out"
finalSetupViolations: 0
grt_pass1_wl_um: 5140
cp_slowest_stage_delay_ps: 230
fp_util_pct: 15.4
fillers: 538
crit_buf_inv: 3
fp.coreArea_um2: 4820
crit_required_ps: 1440
maxCapViolCount: 0
tns_ps: 0
slew_violations: 0
drt_first_iter_violations: 19
nClkBuffers: 0
grt_pass1_vias: 1007
die_y_um: 91
dpl.cell_count: 226
fin_crit_ps: 1770
regArea_um2: 0
syn_inst: 93
p_leak_nw: 0.644
worst_pin_slew_ps: 265
synth_seq_share_pct: 0
dr_total_vias: 912
drt-pass1-iter-count: 4
power_density_nw_per_um2: 213
yosysUniqueCellTypes: 22
die_area_um2: 8280
place.gp.congestion: 0.856
synth_warnings: 1
top_area_cell: "xnor2_1"
die_x_um: 91
cts_hold_buf: 0
top_cell_area_share_pct: 30.7
wl_per_cell_um: 13.8
netlist_top_cells_area: "xnor2_1 (31%), xor2_1 (28%), buf_6 (6.1%)"
path_max_fanout: 3
crit_type: "in2out"
fin_crit_sh_pct: 98.3
relSlewSlack_pct: 82.1
viasPerCell: 3.97
worstPathArrival_ps: 1410
avgSynthCellArea_um2: 7.98
final_cell_mix: "buf_2 (24), buf_4 (24), xnor2_1 (23)"
ys_cells: 93
drt_wl_total_um: 3170
critPathLaunchType: "input port"
end_kind: "output port"
tool_warnings: 33
syn_area_um2: 742
ant_nets: 0
[metal layers]
layer	global-route usage, %	part of all wire, %	routed length [um]	vias up
li1	-	-	-	460
met4	0	0	0	0
met1	11.3	53	1680	415
met3	1.33	5.5	174	0
met5	0	0	0	-
met2	11.1	41	1310	37
[where the power goes]
| group | internal [mW] | leakage, nW | total [mW] | switching, mW |
|---|---|---|---|---|
| combinational | 0.178 | 0.644 | 0.316 | 0.137 |
| clock | 0 | 0 | 0 | 0 |
| sequential | 0 | 0 | 0 | 0 |
| total | 0.178 | 0.644 | 0.316 | 0.137 |
[what timing repair did]
| action | CTS | global route |
|---|---|---|
| setup endpoints to repair | 9 | 7 |
| endpoints found under the hold margin | 0 | 0 |
| resized | 155 | 28 |
| buffers inserted | 3 | 2 |
| pin swaps | 27 | 23 |
[cells by family (layout without fill, tap and decap cells)]
logic type | after synthesis | count (layout) | share of synthesized area, %
buf+inv | 8 | 78 | 9.44
compound gates | 6 | 6 | 6.58
xor+xnor | 50 | 50 | 59.0
simple gates | 29 | 29 | 25.0
[layout make-up]
cell class / instances / area, um2 / area share, %
Multi-Input combinational cell: 85 / 797 / 53.8
Tap cell: 67 / 83.8 / 5.65
Timing Repair Buffer: 78 / 602 / 40.6
[synthesized netlist by cell type]
master	n
buf_6	4
nor4b_2	1
o21a_1	1
or4_4	1
nor2_4	1
nor4b_1	1
xor2_1	24
or4_1	1
o221ai_1	1
xnor2_1	26
nand4_1	4
nor2_1	3
nor3_2	1
nand3_1	5
nand2_1	2
buf_2	2
nor4_1	4
a31oi_1	2
nor3_1	3
o311a_1	2
or3_1	2
buf_4	2
[final timing paths]
kind | cells past startpoint | slack, ps | end | from
worst max-delay path | 8 | 30 | stallF | rsD[3]
worst min-delay path | 5 | 1140 | forwardaE[1] | rsE[3]
[stage by stage]
stage | total power [mW] | util (%) | hold WS (ps) | instance area, um2
2_1_floorplan | 0.131 | - | 782 | 742
3_3_place_gp | 0.313 | 29.9 | 1690 | 1440
3_5_place_dp | 0.314 | 29.9 | 1670 | 1440
4_1_cts | 0.292 | 28.9 | 1160 | 1390
5_1_grt | 0.347 | 30.8 | 1200 | 1480
6_report | 0.316 | 30.8 | 1140 | 1480
Power figures rest on the tool's default switching activity, not on a simulated workload.
